<file path="flow/design.v">
module baud_rate_generator(clk,reset,bd_rate,clk_out);
	input clk,reset;
	input [1:0] bd_rate;
	output wire clk_out;
	parameter clk_in = 15360000;  
	localparam bd1 = clk_in/(16*1200),
				  bd2 = clk_in/(16*2400),
				  bd3 = clk_in/(16*4800),
				  bd4 = clk_in/(16*9600);
	reg[11:0] r_reg;
	wire[11:0] r_next;
	integer sel;
	always @(posedge clk or posedge reset)
	begin
		if(reset)
			r_reg <= 0;
		else
			r_reg <= r_next;
	end
	always @(bd_rate)
	begin
		case(bd_rate)
			2'b00 : sel = bd1;
			2'b01 : sel = bd2;
			2'b10 : sel = bd3;
			2'b11 : sel = bd4;
			default : sel = bd1;
		endcase
	end
	assign r_next = (r_reg == sel) ? 0 : r_reg + 1;
	assign clk_out = (r_reg == sel) ? 1 : 0;
endmodule
</file>
<file path="flow/run.sh">
#!/bin/bash
# OpenROAD 26Q1-2900-gdf79404cd8, Yosys 0.63+post, stock flow scripts
make -C /OpenROAD-flow-scripts/flow DESIGN_CONFIG=/design/flow/config.mk WORK_HOME=/design/flow/orfs finish
</file>
<file path="flow/config.mk">
export PLATFORM = sky130hd
export DESIGN_NAME = baud_rate_generator
export DESIGN_NICKNAME = baud_rate_generator
export VERILOG_FILES = /design/flow/design.v
export SDC_FILE = /design/flow/constraint.sdc
export NUM_CORES = 4
export LEC_CHECK = 1
export CORE_AREA = 10 10 94 94
export DIE_AREA = 0 0 104 104
</file>
<file path="flow/constraint.sdc">
current_design baud_rate_generator

set clk_period 5.1
set clk_io_pct 0.2

create_clock -name clk0 -period $clk_period [get_ports {clk}]

set non_clock_inputs [all_inputs -no_clocks]
set_input_delay [expr $clk_period * $clk_io_pct] -clock clk0 $non_clock_inputs
set_output_delay [expr $clk_period * $clk_io_pct] -clock clk0 [all_outputs]
</file>
==> results.txt <==
The following summarizes the physical implementation.

Floorplanning
The vertical extent of the die is 104 µm. The number of placement rows is 30. According to the I/O placement log, the pin count is 5. The chip occupies 0.01082 mm². The core region is 0.006832 mm². The horizontal extent of the die is approximately 100 µm. The initial standard-cell utilization of the core is between 10% and 20%.

Synth
The cell accounting for the most synthesized area is sky130_fd_sc_hd__dfrtp_1. The synthesized netlist has a Yosys-reported chip area of 710.7 µm². Before any placement, the netlist area is recorded as 710.7 µm².

The post-synthesis area per instance is 9.351 µm². Warnings reported by Yosys during synthesis add up to 1. After synthesis, the design contains between 70 and 80 cells according to Yosys. The portion of synthesized cell area occupied by the leading cell type is 42.25%. The synthesis report lists the most area-consuming cells as sky130_fd_sc_hd__dfrtp_1 42%, sky130_fd_sc_hd__xnor2_1 14%, sky130_fd_sc_hd__ha_1 11%.

The sequential share of the synthesized area is between 40% and 50%. Synthesis instantiated 18 different standard cells from the library. Once synthesis finished, the tally of register bits stood at 12. The instance tally after logic synthesis is ~76.

Job
The count of warning messages emitted by the tools is 29. The max-cap violation count is 0.

Worst setup path
STA puts the critical path data required time at 4.08 ns. STA classifies the critical path startpoint as an input port. The endpoint arrival time on the critical path is 3.05 ns. The worst setup path is captured at an output pin. The worst setup path is of the input port to output pin kind. Max fanout on the critical path was recorded as 5.

Route
The via-per-instance ratio is 2.674. For this block, the via count after detailed routing is 476. In the post-route report, total wirelength is listed as 1287 µm. The script parses the final routing iteration and logs DRC violations as 0. The detail route stage leaves a number of antenna-violating nets equal to 0. The total inserted antenna cells is 0. The violation tally recorded at the end of detailed-routing iteration 0 is 36. For this sky-water flow run, the detailed-routed wirelength per cell is reported as 7.230 µm. For this run, the detailed router's first-pass iteration total came to 5.

Final timing
The most critical hold endpoint after final layout shows a slack of between 0.4 and 0.5 ns. Setup repair after global routing left no endpoint under its margin. The time the worst path needs with I/O delays and setup is 4.069 ns. The final timing report gives a worst setup slack of 1.031 ns. In the final report, the number of pins over their slew limit comes to 0. The number of endpoints with negative hold slack in the final report is 0. The actual slew at the worst max-slew pin is 0.4904 ns.

Based on the critical path, the design can be clocked at up to 245.8 MHz. The setup TNS is 0 ns. The headroom to the max-slew limit is 67.27%.

The clock arrives with 0.001502 ns of skew. The final timing summary puts the cycle share of the worst path at 79.78%. Per the finish-stage timing summary, setup violations number 0.

Clock tree
The clock net in this run drives a total of 12 sinks. For this design, the CTS-stage hold fixing added 0 buffers. At the later pin of the worst-skew pair, clock insertion delay measures 0.23 ns.

The report lists the number of cells resized after CTS as 0. Looking at the clock tree report, the H-tree level count equals 1. The maximum root-to-sink buffer count is 2.

The clock buffer count from CTS is 3. The post-CTS setup-driven buffer insertion count is 0. The tree is rooted in a sky130_fd_sc_hd__clkbuf_8. The timing report gives the clock slew at the launch and capture registers of the worst setup and hold paths as 0.05 ns. The TritonCTS clock tree is done.

Place
The post-DP HPWL is about 960 µm. Buffers placed on the I/O ports in this run total 4. The worst slack after detailed placement is 1.013 ns. The routability congestion estimate from global placement is 0.8027. The count of placed standard cells including taps is 175.

Power and ir drop
In this run the VDD rail shows a maximum IR drop of between 70 and 80 µV. The total leakage power is 0.3402 nW. In this run the power density over the cells is approximately 210 mW/mm².

Global route
The total congestion overflow after global routing is 0. The global-route wire length before repair is about 2300 µm. The initial antenna violation count is 0. The maximum number of pins on one net before global-route repair is 13. The total track usage is between 2 and 3%. The via count of the first global-routing pass is 494.

Outcome
The flow ran to the end, and the final reports show no timing, DRC or antenna violations.

Final layout
The utilization of the core after routing is 13.28%. The number of flip-flops in the largest register is 12. Cells with a size suffix above 1 make up 6.098% of the layout. The top logic cell by instance count in the layout is sky130_fd_sc_hd__nor2_1. Between the synthesized netlist and the finished layout, the area growth was recorded as 27.64%. The number of inserted filler cells in the final layout is slightly below 800.

In the layout the commonest cells are 13 x sky130_fd_sc_hd__nor2_1, 12 x sky130_fd_sc_hd__dfrtp_1, 11 x sky130_fd_sc_hd__xnor2_1. The count of cells in the finished layout, fillers not included, comes to ~180.

Min path
The type of the tightest min-delay check is flip-flop to flip-flop.
==> layer usage <==
layer	share of wire, %	vias up	track usage [%]
met4	4.2	0	0.9940
met5	0	-	0
met2	39	10	3.604
met3	4.0	2	0.8772
li1	-	256	-
met1	52	208	3.446
==> path summary, 6_finish.rpt <==
path / from / to / slack (ns) / cells after the start
worst max register to register: r_reg[2] / r_reg[3] / 3.60 / 5
max in group asynchronous: reset / r_reg[10] / 3.63 / 2
worst min-delay path: r_reg[11] / r_reg[11] / 0.47 / 1
worst min register to register: r_reg[11] / r_reg[11] / 0.47 / 1
min in group asynchronous: reset / r_reg[4] / 1.14 / 2
worst max-delay path: bd_rate[1] / clk_out / 1.03 / 7
==> layout make-up <==
class | count | area, µm² | share of cell area (%)
Inverter | 8 | 30.03 | 3.310
Multi-Input combinational cell | 54 | 367.9 | 40.55
Tap cell | 96 | 120.1 | 13.24
Clock buffer | 3 | 41.29 | 4.552
Timing Repair Buffer | 5 | 47.55 | 5.241
Sequential cell | 12 | 300.3 | 33.10
==> synthesized netlist by cell type <==
| cell | n |
|---|---|
| sky130_fd_sc_hd__nor2_1 | 13 |
| sky130_fd_sc_hd__dfrtp_1 | 12 |
| sky130_fd_sc_hd__xnor2_1 | 11 |
| sky130_fd_sc_hd__inv_1 | 8 |
| sky130_fd_sc_hd__ha_1 | 6 |
| sky130_fd_sc_hd__nand3_1 | 5 |
| sky130_fd_sc_hd__nand2_1 | 3 |
| sky130_fd_sc_hd__nor3_1 | 3 |
| sky130_fd_sc_hd__xor2_1 | 3 |
| sky130_fd_sc_hd__a21oi_1 | 2 |
| sky130_fd_sc_hd__nand4_1 | 2 |
| sky130_fd_sc_hd__nor2b_1 | 2 |
| sky130_fd_sc_hd__and3b_1 | 1 |
| sky130_fd_sc_hd__buf_4 | 1 |
| sky130_fd_sc_hd__clkbuf_2 | 1 |
| sky130_fd_sc_hd__nor3b_1 | 1 |
| sky130_fd_sc_hd__nor4_1 | 1 |
| sky130_fd_sc_hd__nor4_2 | 1 |
==> stage by stage <==
step	total power, mW	area (µm²)
3_5_place_dp	0.1079	865.8
6_report	0.1894	907.1
5_1_grt	0.2000	907.1
4_1_cts	0.1935	907.1
2_1_floorplan	0.1035	710.7
3_3_place_gp	0.1080	865.8
==> power breakdown <==
part           switching, mW  leakage [nW]  total (mW)  internal (mW)
Combinational        0.00591         0.176      0.0110        0.00506
Sequential                 0         0.143      0.0954         0.0954
Clock                 0.0313        0.0216      0.0831         0.0518
==> cell families (layout without fill, tap and decap cells) <==
kind of cell             count (synthesis)  after routing  synth area share [%]
AND/OR/NAND/NOR                         32             32                 22.53
buffers and inverters                   10             16                 5.986
flip-flops                              12             12                 42.25
adder cells (fa/ha/maj)                  6              6                 10.56
XOR/XNOR                                14             14                 17.25
AND-OR/OR-AND                            2              2                 1.409
==> critical path, cell delays in order <==
cell and delay, ns:
sky130_fd_sc_hd__clkdlybuf4s50_1 0.55, sky130_fd_sc_hd__inv_1 0.08, sky130_fd_sc_hd__ha_1 0.29, sky130_fd_sc_hd__nor3b_1 0.18, sky130_fd_sc_hd__a21oi_1 0.07, sky130_fd_sc_hd__nor4_2 0.33, sky130_fd_sc_hd__clkdlybuf4s50_1 0.54
Power figures rest on the tool's default switching activity, not on a simulated workload.
