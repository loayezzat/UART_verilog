--- ./design.v ---
module interface_transmitter (
input wire clk, reset , 
input wire [7:0]data_in, 
input wire enable_trans,  
input wire tx_done ,
output reg trans_flag,
output reg [7:0] data
);
always @(posedge clk , posedge reset )
begin 
if (reset)
	begin 
	trans_flag <=0 ;
	data<=0;
	end 
else 	
	begin 
	if ((tx_done) && (trans_flag == 1'b1 ))
		begin 
		trans_flag <=0 ;
		end 
	else if ( (enable_trans) && (trans_flag == 1'b0 ))
		begin 
		trans_flag <=1 ;
		data <= data_in ;
		end 
	else trans_flag <= 0;
	end  
end 
endmodule
--- ./run.sh ---
#!/bin/bash
# OpenROAD 26Q1-2900-gdf79404cd8, Yosys 0.63+post, stock flow scripts
make -C /OpenROAD-flow-scripts/flow DESIGN_CONFIG=/design/flow/config.mk WORK_HOME=/design/flow/orfs finish
--- ./config.mk ---
export PLATFORM = sky130hd
export DESIGN_NAME = interface_transmitter
export DESIGN_NICKNAME = interface_transmitter
export VERILOG_FILES = /design/flow/design.v
export SDC_FILE = /design/flow/constraint.sdc
export NUM_CORES = 4
export LEC_CHECK = 1
export CORE_AREA = 10 10 70 70
export DIE_AREA = 0 0 80 80
--- ./constraint.sdc ---
current_design interface_transmitter

set clk_period 2.0
set clk_io_pct 0.2

create_clock -name clk0 -period $clk_period [get_ports {clk}]

set non_clock_inputs [all_inputs -no_clocks]
set_input_delay [expr $clk_period * $clk_io_pct] -clock clk0 $non_clock_inputs
set_output_delay [expr $clk_period * $clk_io_pct] -clock clk0 [all_outputs]
==> impl_metrics.ini <==
; implementation run metrics
[critical_path]
path_buffers = 1
critPathLaunchType = flop
setup.worst_path.end_class = output pin
r2r_start = trans_flag
critPathArrivalTime_ns = 1.11
reg2reg_depth = 2
path_class = reg2out
required_ns = 1.60
cp_max_fo = 2
slowest_stage = clkdlybuf4s50_1
r2r_setup_slack_ns = 0.81
r2r-end = data[4]
critPathMaxStageDelay_ns = 0.48
cp_top_family = buffers and inverters
path_cells = clkdlybuf4s50_1
path_depth = 1
critPathLaunch = trans_flag
crit_end = trans_flag

[clock_network]
cts_max_path_buffers = 2
htreeDepth = 1
clk_pin_slew_worst_paths_ns = 0.06
clock.latency.late_pin_ns = 0.25
cts_inserted_buffers = 3
cts_setup_buffers = 0
cts-root-buf = clkbuf_4
hold_buffers = 0
clock-sinks = 9
cts_tree = done
cts_resized = 0

[placed_design]
gp_congestion = 0.773
hpwl_um = 712
place_ws_ns = 0.296
port-buffer-count = 19
post_dp_cell_area_um2 = 611

[global_routing]
grt_pass1_wl_mm = 1.43
grt_max_degree = 10
antenna_found_initial = 0
grt_overflow = 0
grtUsageTotal_pct = 2.73
grt_pass1_vias = 260

[power_and_ir_drop]
ir_drop_v = 0.000108
swShare_pct = 19.8
netSwitchingPower_uw = 93.6
p_seq_share_pct = 47.0
p_comb_share_pct = 24.5
power.clock.fraction_pct = 28.5
leakage_nw = 0.270
p_int_uw = 378
p_total_uw = 472
power_density_nw_per_um2 = 741

[yosys]
logic_family = multiplexers
ys_sh_simple_pct = 3.59
syn_inst = 20
yosys_area_um2 = 383
mux_area_share_pct = 31.4
xor_share_pct = 0
syn-cell-area_um2 = 383
synth_area_per_cell_um2 = 19.1
synth.yosys.warnings = 1
yosys_cells = 20
synth_flop_count = 9
synth_cell_types = 5
ys_seq_share_pct = 58.8
synthAdderAreaFrac_pct = 0
ys_sh_aoi_pct = 0

[cells_and_area]
synthToLayoutAreaGrowth_pct = 66.3
final_common_cell = clkdlybuf4s50_1
nFillCells = 367
finalInstanceArea_um2 = 637
layout_top_cells = clkdlybuf4s50_1, dfrtp_1, mux2_4, clkbuf_4
drive_gt1_share_pct = 28.6

[job]
cap_violations = 0
tool_warnings = 26

[routing]
postRouteAntennaNets = 0
dr_total_vias = 238
first_iter_violations = 1
wire_per_inst_um = 10.1
wl_um = 885
drc_errors = 0
vias_per_cell = 2.70
diodes = 0
first_pass_iters = 2

[sta]
relSlewSlack_pct = 75.8
rsz0062_at_grt = no
worst_pin_slew_ns = 0.363
whs_ns = 0.414
finalWorstPathRequiredPeriod_ns = 1.51
setup_viol = 0
worst_clock_skew_ns = 0.00663
finalClockPeriodUsage_pct = 75.7
max_freq_mhz = 660
finalMaxSlewViolations = 0
finalHoldViolCount = 0
setup_ws_ns = 0.485
tns_ns = 0

[floorplanning]
chipArea_um2 = 6400
fp-row-count = 21
die_width_um = 80
coreArea_um2 = 3420
io_pins = 21
fp.dieH_um = 80
fp_util_pct = 11.2

[status]
status = complete, no violations

[worst_hold_path]
min_path_type = in2async
-- cell usage after synthesis --
master	number	area (um2)
buf_12	1	20.0
mux2_4	8	120
dfrtp_1	9	225
nor2b_4	1	13.8
inv_1	1	3.75
-- routing by layer --
metal / routed length (um) / vias up / GRT usage (%)
li1: - / 110 / -
met2: 405 / 11 / 3.93
met1: 351 / 115 / 3.67
met3: 94 / 2 / 0.682
met5: 0 / - / 0
met4: 35 / 0 / 1.41
-- worst min-delay path by stage --
stage	from	end	slack (ns)
after global routing	reset	data[2]	0.46
after CTS	reset	data[1]	0.42
final	reset	trans_flag	0.41
-- per-stage QoR --
stage,util (%),cells
global route,18.6,88
global placement,17.9,84
CTS,18.6,88
floorplan,-,20
detailed placement,17.9,84
finish,18.6,88
-- flip-flops by register name (all words and copies together), names as in the netlist --
register and flops:
data 8, trans_flag 1
-- power by group through the flow --
stage	sequential, mW	clock, mW	combinational (mW)
CTS	0.222	0.144	0.120
global route	0.226	0.153	0.125
finish	0.222	0.134	0.116
-- layout make-up --
type | count | area (um2) | share of cell area (%)
flip-flops and latches | 9 | 225 | 35.4
repair buffers | 19 | 190 | 29.9
multi-input cells | 9 | 134 | 21.0
well taps | 46 | 57.6 | 9.04
clock buffers | 4 | 26.3 | 4.13
inverters | 1 | 3.75 | 0.589
-- cell families (layout without fill, tap and decap cells) --
family / Yosys count / after routing
buf+inv: 2 / 24
mux: 8 / 8
flops: 9 / 9
simple gates: 1 / 1
Power and IR drop assume default switching activity.
